**design/flow/run.sh**
```bash
#!/bin/bash
# OpenROAD 26Q1-2900-gdf79404cd8, Yosys 0.63+post, stock flow scripts
make -C /OpenROAD-flow-scripts/flow DESIGN_CONFIG=/design/flow/config.mk WORK_HOME=/design/flow/orfs finish
```
**design/flow/config.mk**
```make
export PLATFORM = sky130hd
export DESIGN_NAME = keyschedule128
export DESIGN_NICKNAME = keyschedule128
export VERILOG_FILES = /design/flow/design.v
export SDC_FILE = /design/flow/constraint.sdc
export NUM_CORES = 4
export LEC_CHECK = 1
export CORE_AREA = 10 10 108 108
export DIE_AREA = 0 0 118 118
```
**design/flow/constraint.sdc**
```tcl
current_design keyschedule128

set clk_period 1.5
set clk_io_pct 0.2

create_clock -name clk0 -period $clk_period

set non_clock_inputs [all_inputs -no_clocks]
set_input_delay [expr $clk_period * $clk_io_pct] -clock clk0 $non_clock_inputs
set_output_delay [expr $clk_period * $clk_io_pct] -clock clk0 [all_outputs]
```
**design/flow/design.v**
```verilog
module PRESENT(
    input [79:0] mkey,
    input [63:0] plaintext,
    output [63:0] ciphertext,
    input clk,
    input rst
);
    reg [4:0] rnd;
    reg [63:0] state;
    wire [63:0] nextstate;
    reg [79:0] key;
    wire [79:0] nextkey;
    wire [63:0] rkey;
    reg done;
    assign ciphertext = done ? state^rkey : ciphertext;
    always @(posedge clk or posedge rst)begin
        if (rst) rnd <= 1;
        else if (~done) rnd <= rnd + 1;
        else rnd <= rnd;
    end
    always @(posedge clk or posedge rst)begin
        if (rst) state <= plaintext;
        else if (~done)state <= nextstate;
        else state <= state;
    end
    always @(posedge clk or posedge rst)begin
        if (rst) key <= mkey;
        else if (~done) key <= nextkey;
        else key <= key;
    end
    assign rkey = key[79:16];
    keyschedule  ks(.key(key), .round(rnd), .nextkey(nextkey));
    roundenc     renc(.state(state), .rkey(rkey), .nextstate(nextstate));
    always @(posedge clk or posedge rst)begin
        if (rst) done <= 0;
        else if (&rnd)done <= 1;
        else done <= done;
    end
endmodule
module keyschedule(
    input [79:0] key,
    input [4:0] round,
    output [79:0] nextkey
);
    assign nextkey = {sbox(key[18:15]), key[14:0], key[79:39], key[38:34]^round, key[33:19]};
    function [3:0] sbox;
        input [3:0] x;
        case (x)
            4'h0:sbox = 4'hc;  4'h1:sbox = 4'h5;   4'h2:sbox = 4'h6;   4'h3:sbox = 4'hb;
            4'h4:sbox = 4'h9;  4'h5:sbox = 4'h0;   4'h6:sbox = 4'ha;   4'h7:sbox = 4'hd;
            4'h8:sbox = 4'h3;  4'h9:sbox = 4'he;   4'ha:sbox = 4'hf;   4'hb:sbox = 4'h8;
            4'hc:sbox = 4'h4;  4'hd:sbox = 4'h7;   4'he:sbox = 4'h1;   4'hf:sbox = 4'h2;
        endcase
    endfunction
endmodule
module roundenc(
    input [63:0] state,
    input [63:0] rkey,
    output [63:0] nextstate
);
    wire [63:0] out_add, out_S;
    assign out_add = state ^ rkey;
    assign out_S = {sbox(out_add[63:60]), sbox(out_add[59:56]), sbox(out_add[55:52]), sbox(out_add[51:48]), sbox(out_add[47:44]), sbox(out_add[43:40]), sbox(out_add[39:36]), sbox(out_add[35:32]), 
                    sbox(out_add[31:28]), sbox(out_add[27:24]), sbox(out_add[23:20]), sbox(out_add[19:16]), sbox(out_add[15:12]), sbox(out_add[11:8]), sbox(out_add[7:4]), sbox(out_add[3:0])};
    assign nextstate = {out_S[63], out_S[59], out_S[55], out_S[51], out_S[47], out_S[43], out_S[39], out_S[35],
                        out_S[31], out_S[27], out_S[23], out_S[19], out_S[15], out_S[11], out_S[7],  out_S[3],
                        out_S[62], out_S[58], out_S[54], out_S[50], out_S[46], out_S[42], out_S[38], out_S[34],
                        out_S[30], out_S[26], out_S[22], out_S[18], out_S[14], out_S[10], out_S[6],  out_S[2],
                        out_S[61], out_S[57], out_S[53], out_S[49], out_S[45], out_S[41], out_S[37], out_S[33],
                        out_S[29], out_S[25], out_S[21], out_S[17], out_S[13], out_S[9],  out_S[5],  out_S[1],
                        out_S[60], out_S[56], out_S[52], out_S[48], out_S[44], out_S[40], out_S[36], out_S[32], 
                        out_S[28], out_S[24], out_S[20], out_S[16], out_S[12], out_S[8],  out_S[4],  out_S[0]
                        };
    function [3:0] sbox;
        input [3:0] x;
        case (x)
            4'h0:sbox = 4'hc;  4'h1:sbox = 4'h5;   4'h2:sbox = 4'h6;   4'h3:sbox = 4'hb;
            4'h4:sbox = 4'h9;  4'h5:sbox = 4'h0;   4'h6:sbox = 4'ha;   4'h7:sbox = 4'hd;
            4'h8:sbox = 4'h3;  4'h9:sbox = 4'he;   4'ha:sbox = 4'hf;   4'hb:sbox = 4'h8;
            4'hc:sbox = 4'h4;  4'hd:sbox = 4'h7;   4'he:sbox = 4'h1;   4'hf:sbox = 4'h2;
        endcase
    endfunction
endmodule
module keyschedule128(
    input [127:0] key,
    input [4:0] round,
    output [127:0] nextkey
);
    assign nextkey = {sbox(key[66:63]), sbox(key[62:59]), key[58:6], key[5:1]^round, key[0], key[127:67]};
    function [3:0] sbox;
        input [3:0] x;
        case (x)
            4'h0:sbox = 4'hc;  4'h1:sbox = 4'h5;   4'h2:sbox = 4'h6;   4'h3:sbox = 4'hb;
            4'h4:sbox = 4'h9;  4'h5:sbox = 4'h0;   4'h6:sbox = 4'ha;   4'h7:sbox = 4'hd;
            4'h8:sbox = 4'h3;  4'h9:sbox = 4'he;   4'ha:sbox = 4'hf;   4'hb:sbox = 4'h8;
            4'hc:sbox = 4'h4;  4'hd:sbox = 4'h7;   4'he:sbox = 4'h1;   4'hf:sbox = 4'h2;
        endcase
    endfunction
endmodule
```
==> flow_results.org <==
* Implementation run

** Min path
- The path with the worst hold slack has its endpoint at nextkey[101].
- Per the hold report, the tightest min-delay path originates at key[40].
- The min-delay analysis places its worst path in the category in -> out.
- The worst hold path passes through 0 cells.

** Layout
- The flow measured a signed area growth from synthesis to layout of -11.28%.
- Register area :: 0 um2
- Share of post-route cells with drive strength above 1 :: around three fifths
- There are 0 flip-flops and latches.
- Fill cells in the final layout number between 1k and 1.5k.
- Number of clock buffers in the layout :: 0

** Floorplanning
- between 200 and 300 I/O pins were placed.
- Die W :: around 120 um
- In the floorplan report the effective utilization is between 10 and 15%.
- Die boundary height :: about 120 um
- Total die area :: about 14000 um2
- The floorplan has 35 rows.
- The floorplan step defined a core boundary enclosing 9284 um2.

** Synth
- The commonest cells after synthesis are buf_4, ha_1, inv_1.
- Warnings reported by Yosys during synthesis add up to 1.
- In the post-synthesis netlist, the cell with the most instances is buf_4.
- The number of cells reported by Yosys stat comes to 156.
- Number of library cell types mapped by synthesis :: 13
- Sequential elements use 0% of the synthesized area.
- Post-synthesis cell area :: about 1300 um2
- Top area contributor share :: approximately two thirds
- Biggest area contributors in the synthesized netlist :: buf_4, ha_1, mux4_2
- Yosys reports a chip area of approximately 1300 um2.
- The synthesized netlist handed to floorplanning was reported with a cell count of approximately 160.
- A synthesized cell averages 8.109 um2.
- Cell type with the largest total area after synthesis :: buf_4

** Global route
- Global routing consumed, on the met2 layer, 4.021% of the routing resources.
- The number of antenna violations at the first check in global routing came to 0.
- Global routing used 5.299% of the available met3 tracks.
- The via count of the first global-routing pass came to between 600 and 700.
- Pin count of the biggest net entering global routing :: 8
- Wire length of the first global-routing pass :: about 4.3 mm
- Total Routing Usage GR :: 3.989%
- The total overflow left after global routing is 0.
- Global route summary, busiest routing layer listed as met3.
- In the global route stage, met1 resource usage came out at between 3 and 4%.

** Power and ir drop
- Pwr Density :: around 240 nW/um2
- Overall power of the completed layout :: 271.1 uW
- Static Leak :: about 0.41 nW
- Highest ir drop seen on vdd :: approximately 62 uV

** Route
- Per the log, the first TritonRoute iteration ended with a DRC count of 29.
- The script logs the mean routed wire length per placed instance as 14.85 um.
- The final antenna diode tally reported by the flow is 0.
- Dividing the detail-routed via count by the number of cells gives 2.953.
- The detailed router reported a total wirelength of 3.149 mm.
- Drc violations :: 0
- First-pass detailed-route iteration total :: 2
- Total number of vias :: 626
- Antenna Nets Post-Route :: 0

** Setup path
- Maximum fanout along the worst path :: 5
- The largest single stage delay on the critical path is roughly 0.46 ns.
- The worst setup path is launched from an input port.
- STA classifies the critical path endpoint as an output port.
- Standard cell with the maximum stage delay on the critical path :: mux4_2
- Worst Path Class, Setup :: in -> out
- Cells traversed along the worst timing path :: buf_8 > buf_6 > ha_4 > mux4_2 > buf_6
- Data arrival at the endpoint of the critical path :: between 1 and 1.5 ns
- Required @ worst endpoint :: roughly 1.2 ns
- CP Launch Point :: key[63]
- Library cell appearing most often on the critical path :: buf_6

** STA
- The worst path uses 104.8% of the clock period.
- In the final timing run, aggregate negative setup slack is -0.2031 ns.
- Post-route worst setup slack :: -0.07132 ns
- For the pin with the worst max-slew slack, the measured transition is 0.3115 ns.
- Crit path time final :: approximately 1.6 ns
- In the final report, the number of endpoints failing setup comes to 4.
- Final Hold Slack :: around 0.6 ns
- Achievable frequency :: 0.6364 GHz
- RSZ-0062 raised after global routing :: true
- Headroom to the max-slew limit came out at about four fifths.
- Max-slew violation count :: 0
- Final hold violations :: 0

** Placement
- Detailed placer's ending HPWL :: roughly 2.7 mm
- At the end of routability-driven placement, the weighted congestion stood at around 0.74.
- Port buffering added 31 buffers.

** Outcome
- The final reports fail on setup timing.
- The run finished, with violations left.

** Job
- Number of max-cap violations :: 0
- The tool warning count for the run is ~42.
-- critical path, delay by kind of cell --
kind	cells	cell delay, ns
mux	1	0.46
fa+ha+maj	1	0.15
buf+inv	3	0.36
-- logic make-up after synthesis --
kind of cell	count (synthesis)	synth area share, %
AOI/OAI and AO/OA	8	4.550
xor gates and xnor gates	7	4.847
adders and majority gates	10	9.891
buffers and inverters	123	70.82
muxes	6	8.705
and+or+nand+nor	2	1.187
-- layout by cell type, fill, tap and decap left out, drive strengths merged --
cell type      count
o21ai              2
dlygate4sd2        5
ha                10
o21bai             2
buf               25
clkdlybuf4s15      5
mux4               4
nor3b              2
o21a               2
clkdlybuf4s50      9
inv                6
mux2i              2
o2bb2ai            2
xor2               5
xnor2              2
-- stage by stage --
stage          instance area, um2  utilization, %  std cells  setup slack (ns)
2_1_floorplan                1265               -        156            0.1258
3_3_place_gp                945.9           10.19        210           -0.9044
3_5_place_dp                945.9           10.19        210           -0.9101
4_1_cts                      1082           11.66        212          -0.06146
5_1_grt                      1122           12.09        212          -0.08451
6_report                     1122           12.09        212          -0.07132
-- per-layer routing --
metal  wire [um]  share of wire (%)
met5           0                  0
met2        1033                 33
met3         875                 28
met1         849                 27
met4         390                 12
-- report_power, final --
part | switching [mW] | internal (mW) | total [mW] | leakage [nW]
combinational | 0.0953 | 0.176 | 0.271 | 0.415
clock | 0 | 0 | 0 | 0
sequential | 0 | 0 | 0 | 0
total | 0.0953 | 0.176 | 0.271 | 0.415
-- timing repair --
item | 4_1_cts | 5_1_grt
resized | 97 | 12
setup endpoints to repair | 13 | 7
hold buffers | 0 | 0
hold endpoints to repair | 0 | 0
setup buffers | 2 | 0
pin swaps | 10 | 5
-- worst max-delay path by stage --
stage	endpoint	slack (ns)
after CTS	nextkey[126]	-0.06
after global routing	nextkey[126]	-0.08
final	nextkey[126]	-0.07
-- cell type report --
class              count  area, um2  share of cell area [%]
well taps            129      161.4                   14.38
inverters              6      37.54                   3.344
repair buffers        44      414.1                   36.90
multi-input cells     33      509.2                   45.37
Power and IR drop assume default switching activity.
